$ cat flow/run.sh
#!/bin/bash
# OpenROAD 26Q1-2900-gdf79404cd8, Yosys 0.63+post, stock flow scripts
make -C /OpenROAD-flow-scripts/flow DESIGN_CONFIG=/design/flow/config.mk WORK_HOME=/design/flow/orfs finish
$ cat flow/config.mk
export PLATFORM = sky130hd
export DESIGN_NAME = top_module
export DESIGN_NICKNAME = top_module
export VERILOG_FILES = /design/flow/design.v
export SDC_FILE = /design/flow/constraint.sdc
export NUM_CORES = 4
export LEC_CHECK = 1
export CORE_AREA = 10 10 105 105
export DIE_AREA = 0 0 115 115
$ cat flow/constraint.sdc
current_design top_module

set clk_period 1.9
set clk_io_pct 0.2

create_clock -name clk0 -period $clk_period [get_ports {clk}]

set non_clock_inputs [all_inputs -no_clocks]
set_input_delay [expr $clk_period * $clk_io_pct] -clock clk0 $non_clock_inputs
set_output_delay [expr $clk_period * $clk_io_pct] -clock clk0 [all_outputs]
$ cat flow/design.v
module top_module (
    input clk,
    input reset,       
    input data,
    output reg [3:0] count,
    output reg counting,
    output reg done,
    input ack );
    reg shift_ena, done_counting;
    reg[3:0] next_count;
    reg[9:0] next_counter, counter;
    signal_detector signal_detector(.clk(clk),
                                    .reset(reset),
                                    .data(data),
                                    .shift_ena(shift_ena),
                                    .counting(counting),
                                    .done_counting(done_counting),
                                    .done(done),
                                    .ack(ack));
    always_ff @(posedge clk) begin
        count = next_count;
        counter = next_counter;
    end
    assign done_counting = ((count == 4'b0000) & (counter == 999)) ? 1'b1 : 1'b0;
    always_comb begin
        casex({shift_ena, counting}) 
            6'b1x : begin
                next_count = {count[2:0], data};
                next_counter = {10{1'b0}};
            end
            4'b01 : begin
                if(counter == 999) begin
                    next_counter = {10{1'b0}};
                    next_count = count - 1'b1;
                end else begin
                    next_counter = counter + 1'b1;
                    next_count = count;
                end
            end
            default: begin
                next_count = count - 1'b1;
                next_counter = {10{1'b0}};
            end
        endcase
    end
endmodule
module signal_detector (
    input clk,
    input reset,       
    input data,
    output reg shift_ena,
    output reg counting,
    input done_counting,
    output reg done,
  	input ack );
    wire detected;
  	reg signal_reset;
    reg[2:0] next_state, state, next_state_rst;
    reg[1:0] counter, next_counter;
    assign next_state_rst = reset ? 3'b000 : next_state;
    always_ff @(posedge clk) begin
        state <= next_state_rst;
        counter <= next_counter;
    end
    always_comb begin
        case(state)
            3'b000 : begin 
                counting = 1'b0;
                shift_ena = 1'b0;
                next_state = data ? 3'b001 : 3'b000;
                done = 1'b0;
            end
            3'b001 : begin
                counting = 1'b0;
                shift_ena = 1'b0;
                next_state = data ? 3'b010 : 3'b000;
                done = 1'b0;
            end
            3'b010 : begin
                counting = 1'b0;
                shift_ena = 1'b0;
                next_state = data ? 3'b010 : 3'b011;
                done = 1'b0;
            end
            3'b011 : begin
                counting = 1'b0;
                shift_ena = 1'b0;
                next_state = data ? 3'b111 : 3'b000;
                done = 1'b0;
            end
            3'b111: begin
                counting = 1'b0;
                shift_ena = 1'b1;
                next_state = (counter == 2'b11) ? 3'b100 : 3'b111;
                done = 1'b0;
            end
            3'b100 : begin
                next_state = done_counting ? 3'b101 : 3'b100;
                shift_ena = 1'b0;
                counting = 1'b1;
                done = 1'b0;
            end
            3'b101 : begin
                next_state = ack ? 3'b000 : 3'b101;
                shift_ena = 1'b0;
                counting = 1'b0;
                done = 1'b1;
            end
            default: begin
                {next_state, shift_ena} = 4'bxxxx;
                counting = 1'bx;
                done = 1'bx;
            end
        endcase
        if(shift_ena == 1'b1)
            next_counter = counter + 1'b1;
        else
            next_counter = 2'b00;
    end
endmodule
==> impl_metrics.sql <==
-- load yosys + openroad results
INSERT INTO impl_metrics (metric_group, metric, value, unit) VALUES
('job', 'max_cap_viol_count', '0', ''),
('critical_path', 'crit_path_cell_trace', 'or3_4, nor4_4, dlygate4sd2_1', ''),
('global_routing', 'grt_max_degree', '14', ''),
('floorplan', 'design.core.area', '0.00876', 'sq mm'),
('critical_path', 'timing.critical_path.slowest_stage_cell', 'or3_4', ''),
('floorplan', 'fp-row-count', '34', ''),
('pwr', 'switching_share', '25.1', '%'),
('critical_path', 'crit_path_max_incr_delay', '0.40', 'ns'),
('timing', 'final_min_period_over_clock_period', '91.7', '%'),
('clock_tree', 'htree_levels', '1', ''),
('pwr', 'power.share.clock', '27.1', '%'),
('synthesis', 'cell_count_listed_in_synth_stat_txt', '96', ''),
('critical_path', 'end_kind', 'output port', ''),
('synthesis', 'synthesis.yosys.warnings', '4', ''),
('cells_and_area', 'syn_to_final_growth', '34.8', '%'),
('routing', 'dr.first_iter.drc_count', '56', ''),
('job', 'warnings', '25', ''),
('pwr', 'sequentialPowerShare', '54.3', '%'),
('synthesis', 'synth-seq-area-share', '52.6', '%'),
('routing', 'insertedDiodeCount', '0', ''),
('critical_path', 'crit_arrival', '1.36', 'ns'),
('routing', 'ant_nets', '0', ''),
('clock_tree', 'cts_inserted_buffers', '3', ''),
('hold_path', 'worst_hold_check_path_type', 'flip-flop to flip-flop', ''),
('synthesis', 'yosysUniqueCellTypes', '26', ''),
('routing', 'post-route-drc-count', '0', ''),
('pwr', 'total_switching_power', '0.000279', 'W'),
('clock_tree', 'root_cell_of_the_clock_tree', 'clkbuf_8', ''),
('clock_tree', 'clkSinkCount', '23', ''),
('floorplan', 'floorplan.initialDensity', '10.9', '%'),
('timing', 'worst-slew-pin-transition', '0.315', 'ns'),
('pwr', 'vdd_ir_drop_max', '0.000257', 'V'),
('timing', 'max_clock_freq', '574', 'MHz'),
('pwr', 'power_frac_comb', '18.6', '%'),
('critical_path', 'critical_path_peak_fanout', '2', ''),
('run_status', 'outcome', 'finished clean', ''),
('placement', 'place.port_buffers', '9', ''),
('cells_and_area', 'post_route_cells_drive_above_1_share', '13.0', '%'),
('floorplan', 'i_o_pin_cnt', '10', ''),
('timing', 'tns', '0', 'ns'),
('global_routing', 'globalRouteTotalUtil', '2.94', '%'),
('clock_tree', 'hold_buffers', '0', ''),
('critical_path', 'timing.critical_path.from', 'signal_detector.state[0]', ''),
('timing', 'post_route_clock_skew', '0.00218', 'ns'),
('floorplan', 'fp.dieH', '115', 'microns'),
('pwr', 'p_int', '0.000834', 'W'),
('timing', 'timing.slew.headroom', '78.9', '%'),
('clock_tree', 'clkSlewWorstSetupHoldPaths', '0.08', 'ns'),
('timing', 'final_critical_path_setup_slack', '0.159', 'ns'),
('routing', 'route.final.wire_length', '1.85', 'mm'),
('floorplan', 'die_area', '0.0132', 'sq mm'),
('synthesis', 'yosysChipArea', '952', 'sq um'),
('clock_tree', 'clock_tree_from_tritoncts', 'done', ''),
('timing', 'timing.final.max_slew_violations', '0', ''),
('routing', 'avgViaCountPerCell', '3.13', ''),
('synthesis', 'syn_area', '952', 'sq um'),
('placement', 'dpl.hpwl', '1.40', 'mm'),
('clock_tree', 'worst_skew_pair.late_latency', '0.26', 'ns'),
('timing', 'setup_viol', '0', ''),
('routing', 'detail_route.wl_per_cell', '8.28', 'microns'),
('global_routing', 'globalRouteOverflowTotal', '0', ''),
('global_routing', 'grt_pass1_vias', '698', ''),
('placement', 'placed_area', '0.00122', 'sq mm'),
('routing', 'via_count', '699', ''),
('floorplan', 'die_boundary_width', '115', 'microns'),
('synthesis', 'syn_inst', '96', ''),
('cells_and_area', 'mostFrequentLayoutCells', 'dfxtp_1 (19), nor2_1 (14), nand2_1 (8), clkdlybuf4s50_1 (8), buf_4 (7)', ''),
('cells_and_area', 'finish.instance_area', '0.00128', 'sq mm'),
('critical_path', 'critical_path_required', '1.52', 'ns'),
('critical_path', 'timing.critical_path.from_type', 'flip-flop', ''),
('critical_path', 'crit_path_max_delay_family', 'simple AND/OR/NAND/NOR gates', '');
==> power groups by stage <==
| stage | Clock (W) | Sequential, W | Combinational [W] |
|---|---|---|---|
| CTS | 0.000309 | 0.000606 | 0.000216 |
| global route | 0.000335 | 0.000614 | 0.000238 |
| finish | 0.000302 | 0.000605 | 0.000207 |
==> flip-flops by register name, summed over array words and instances (netlist names) <==
register,count
signal_detector.state,7
count,4
signal_detector.counter,2
counter,10
==> synthesized netlist by cell type <==
| master | number | area share (%) |
|---|---|---|
| nand3_1 | 3 | 1.6 |
| nor3b_1 | 2 | 1.6 |
| nor4_4 | 1 | 2.2 |
| and2_1 | 2 | 1.3 |
| buf_2 | 1 | 0.53 |
| edfxtp_1 | 4 | 13 |
| xnor2_1 | 5 | 4.6 |
| nand2_1 | 8 | 3.2 |
| nor2b_1 | 1 | 0.66 |
| a31oi_1 | 1 | 0.66 |
| or3_1 | 2 | 1.3 |
| mux2i_1 | 1 | 1.1 |
| a21oi_1 | 4 | 2.1 |
| o32a_1 | 1 | 1.1 |
| nand4_1 | 2 | 1.3 |
| o21ai_0 | 2 | 1.1 |
| nor2_1 | 14 | 5.5 |
| nor4_2 | 1 | 1.3 |
| ha_1 | 3 | 3.9 |
| nor3_1 | 5 | 2.6 |
| a221o_1 | 1 | 1.1 |
| nand2b_1 | 3 | 2.0 |
| inv_1 | 5 | 2.0 |
| xor2_1 | 4 | 3.7 |
| or4_4 | 1 | 1.2 |
| dfxtp_1 | 19 | 40 |
==> metal layers <==
metal | track usage (%) | wire length (microns) | up-vias
li1 | - | - | 371
met1 | 4.16 | 931 | 319
met2 | 4.13 | 773 | 9
met3 | 1.48 | 141 | 0
met4 | 0.165 | 0 | 0
met5 | 0 | 0 | -
==> final timing paths <==
| path | to | slack [ns] | cells after the start |
|---|---|---|---|
| hold / removal | signal_detector.counter[0] | 0.43 | 1 |
| setup reg to reg | counter[2] | 0.18 | 6 |
| hold reg to reg | signal_detector.counter[0] | 0.43 | 1 |
| setup / recovery | counting | 0.16 | 3 |
==> timing repair <==
action	CTS	global route
hold endpoints to repair	0	0
pin swaps	1	1
gates resized	3	0
cloned	0	0
setup buffers	1	0
setup endpoints to repair	1	1
==> stage by stage <==
step / instances / hold WS, ns / util, %
2_1_floorplan: 96 / 0.398 / -
3_3_place_gp: 218 / 0.416 / 13.9
3_5_place_dp: 218 / 0.421 / 13.9
4_1_cts: 223 / 0.433 / 14.6
5_1_grt: 223 / 0.456 / 14.6
6_report: 223 / 0.428 / 14.6
==> area by class of cell <==
type	count	area, sq um	area share [%]
clock buffers	3	41.3	3.22
clock inverters	1	5.00	0.390
inverters	5	18.8	1.46
multi-input cells	67	442	34.4
flip-flops and latches	23	500	39.0
well taps	108	135	10.5
repair buffers	16	141	11.0
==> logic make-up after synthesis <==
family | after synthesis | synth area share, %
and+or+nand+nor | 45 | 25.8
DFF | 23 | 52.6
AOI/OAI and AO/OA | 9 | 5.91
xor gates and xnor gates | 9 | 8.28
buffers and inverters | 6 | 2.50
adders and majority gates | 3 | 3.94
muxes | 1 | 1.05
No activity file was given, so power comes from the tool's default toggle rates.
